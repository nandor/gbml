### run.sh
#!/bin/bash
# OpenROAD 26Q1-2900-gdf79404cd8, Yosys 0.63+post, stock flow scripts
make -C /OpenROAD-flow-scripts/flow DESIGN_CONFIG=/design/flow/config.mk WORK_HOME=/design/flow/orfs finish
### config.mk
export PLATFORM = sky130hd
export DESIGN_NAME = TIMER
export DESIGN_NICKNAME = TIMER
export VERILOG_FILES = /design/flow/design.v
export SDC_FILE = /design/flow/constraint.sdc
export NUM_CORES = 4
export LEC_CHECK = 1
export CORE_AREA = 10 10 110 110
export DIE_AREA = 0 0 120 120
### constraint.sdc
current_design TIMER

set clk_period 2.7
set clk_io_pct 0.2

create_clock -name clk0 -period $clk_period [get_ports {clk}]

set non_clock_inputs [all_inputs -no_clocks]
set_input_delay [expr $clk_period * $clk_io_pct] -clock clk0 $non_clock_inputs
set_output_delay [expr $clk_period * $clk_io_pct] -clock clk0 [all_outputs]
### design.v
module TIMER
  ( input clk
  , input rst
  , input             timer_enable
  , input      [1:0]  timer_freq
  , output reg [7:0]  timer_div
  , input      [7:0]  timer_new_div
  , output reg [7:0]  timer_counter
  , input             timer_set_counter
  , input      [7:0]  timer_new_counter
  , input      [7:0]  timer_mod
  , output reg        timer_request
  );
  reg [15:0] timer_div_main;
  reg [10:0] timer_main;
  reg [5:0] threshold;
  always @*
    case (timer_freq)
      2'b00: threshold = 1024;
      2'b01: threshold = 16;
      2'b10: threshold = 64;
      2'b11: threshold = 256;
    endcase
  always @(posedge clk) begin
    if (timer_set_counter) begin
      timer_counter = timer_new_counter;
    end
    if (rst) begin
      timer_div_main <= 0;
      timer_div <= 0;
      timer_main <= 0;
      timer_request <= 0;
      timer_counter <= 0;
    end else begin
      timer_div_main <= timer_div_main + 1;
      timer_div <= timer_div_main[15:8];
      timer_main <= timer_main + 1;
      timer_request <= 0;
      if (timer_enable) begin
        if (timer_main >= threshold) begin
          timer_main <= 0;
          timer_counter <= timer_counter + 1;
          if (timer_counter == 8'hff) begin
            timer_counter <= timer_mod;
            timer_request <= 1;
          end
        end
      end
    end
  end
endmodule
==> flow_metrics.env <==
# flow metrics
export IMPL_areaGrowthSynthToFinish_pct=33.2
export IMPL_grt_overflow_total=0
export IMPL_clk_latency_ns=0.30
export IMPL_tool_warnings=34
export IMPL_fin_crit_ns=2.46
export IMPL_fin_skew_ns=0.00999
export IMPL_fin_cells=403
export IMPL_top_cells_by_area="dfxtp_1, nor2_1, xor2_1"
export IMPL_ios=47
export IMPL_routed_via_density=4.23
export IMPL_place_ws_ns=-0.0976
export IMPL_drt_iter0_markers=112
export IMPL_clkPwrFrac_pct=36.9
export IMPL_finalWirelength_um=4760
export IMPL_fp_dieH_um=120
export IMPL_syn_inst=224
export IMPL_combGateArea_um2=1150
export IMPL_clk_pin_slew_ns=0.07
export IMPL_top_area_cell="dfxtp_1"
export IMPL_dpl_cell_count=395
export IMPL_seq_area_frac_synth_pct=42.1
export IMPL_root_buffer="clkbuf_8"
export IMPL_ctsLongestPathBuffers=2
export IMPL_maxCapViolCount=0
export IMPL_fin_ws_ns=0.241
export IMPL_power_frac_seq_pct=50.6
export IMPL_hold_viol=0
export IMPL_ys_flop_type="dfxtp_1"
export IMPL_wl_per_cell_um=11.8
export IMPL_portBuffers=38
export IMPL_cp_slowest_cell="or4b_4"
export IMPL_synth_edff_count=0
export IMPL_cts_htree_levels=2
export IMPL_top_area_share_pct=42.1
export IMPL_fillers=1002
export IMPL_post_dp_cell_area_um2=2680
export IMPL_postCtsHoldBufs=0
export IMPL_drv_slew=0
export IMPL_drc=0
export IMPL_path_cells="clkdlybuf4s50_1 -> nor2b_1 -> ha_1 -> or4b_4 -> o31ai_4 -> buf_12 -> nand2b_1 -> nor2_1"
export IMPL_total_power_mw=1.34
export IMPL_worst_endpoint_arrival_ns=2.68
export IMPL_track_usage_pct=6.63
export IMPL_cts_tree="built"
export IMPL_grt_pass1_vias=1668
export IMPL_final_core_util_pct=28.5
export IMPL_grt_antenna_before_repair=0
export IMPL_slew_headroom_pct=66.4
export IMPL_lay_top_cells="dfxtp_1, clkdlybuf4s50_1, nor2_1"
export IMPL_ys_flops=44
export IMPL_grt_max_degree=23
export IMPL_tightest_slew_ns=0.502
export IMPL_crit_path_end_kind="flop"
export IMPL_first_pass_iters=4
export IMPL_intPower_mw=1.04
export IMPL_outcome="finished clean"
export IMPL_yosysWarnings=1
export IMPL_postSynth_asyncResetShare_pct=0
export IMPL_grt_pass1_wl_um=8050
export IMPL_max_vdd_ir_drop_mv=0.200
export IMPL_power_leakage_nw=1.01
export IMPL_timing_final_crit_share_pct=91.1
export IMPL_setup_viol=0
export IMPL_clock_sinks=44
export IMPL_cellPowerDensity_nw_per_um2=482
export IMPL_cpPeakStageDelay_ns=0.46
export IMPL_switching_share_pct=22.8
export IMPL_route_antenna_remaining_nets=0
export IMPL_chipArea_um2=14400
export IMPL_cts_resized=0
export IMPL_final_common_cell="dfxtp_1"
export IMPL_critPathRequiredTime_ns=2.92
export IMPL_combPwrFrac_pct=12.5
export IMPL_numCtsBuffers=5
export IMPL_synthDistinctLibCells=48
export IMPL_n_antenna_cell=0
export IMPL_core_um2=9770
export IMPL_ys_chip_area_um2=2090
export IMPL_fp_util_pct=21.4
export IMPL_rsz0062_at_grt="no"
export IMPL_drive_gt1_share_pct=10.0
export IMPL_placementRows=36
export IMPL_die_width_um=120
export IMPL_switching_power_mw=0.306
export IMPL_path_max_fanout=16
export IMPL_vias=1706
export IMPL_ys_cells=224
export IMPL_place_congestion=0.879
export IMPL_dp_hpwl_um=3620
export IMPL_crit_path_start_kind="input port"
export IMPL_min_path_type="reg2reg"
export IMPL_postCtsSetupBuffers=0
export IMPL_syn_cell_area_um2=2090
export IMPL_path_class="in2reg"
export IMPL_fmax_ghz=0.407
export IMPL_final_area_um2=2790
export IMPL_seq_area_um2=881
export IMPL_syn_area_per_cell_um2=9.34
==> worst paths after layout <==
| kind | startpoint | end | slack (ns) | cells past startpoint |
|---|---|---|---|---|
| hold reg to reg | timer_div_main[0]$_SDFF_PP0_ | timer_div_main[0]$_SDFF_PP0_ | 0.44 | 1 |
| setup reg to reg | timer_main[4]$_SDFF_PP0_ | timer_main[0]$_SDFF_PP0_ | 0.73 | 7 |
| setup / recovery | timer_freq[0] | timer_main[0]$_SDFF_PP0_ | 0.24 | 8 |
| hold / removal | timer_div_main[0]$_SDFF_PP0_ | timer_div_main[0]$_SDFF_PP0_ | 0.44 | 1 |
==> cell families (layout without fill, tap and decap cells) <==
kind of cell,after synthesis,after routing,synth area share [%]
buffers and inverters,15,61,3.17
DFF,44,44,42.1
AOI/OAI and AO/OA,28,28,11.8
and+or+nand+nor,101,101,25.8
muxes,13,13,6.57
adders and majority gates,5,5,2.99
xor gates and xnor gates,18,18,7.53
==> synthesized netlist by cell type, types with 2 or more instances <==
master,number
o31a_1,2
or4_1,2
or3_1,2
nor3_1,8
nor4_1,2
nand4b_1,2
mux2i_1,7
a2bb2o_1,2
inv_1,8
nor2_1,29
xnor2_1,6
clkbuf_1,4
nand2_1,10
xor2_1,12
o21ai_0,4
nand2b_1,4
dfxtp_1,44
a32oi_1,2
nor2b_1,9
a31oi_1,2
mux2_2,6
o211ai_1,2
and4_1,2
buf_2,2
and2_1,4
nand4_1,6
and3b_1,2
nand3_1,11
ha_1,5
a221oi_2,2
and3_1,4
==> flip-flops by register name (all words and copies together) (netlist names) <==
signal          cells
timer_request       1
timer_counter       8
timer_main         11
timer_div           8
timer_div_main     16
==> power groups by stage <==
stage | combinational (mW) | clock [mW] | sequential [mW]
4_1_cts | 0.171 | 0.517 | 0.679
5_1_grt | 0.186 | 0.543 | 0.683
6_report | 0.168 | 0.496 | 0.679
==> per-stage QoR <==
| stage | hold slack, ns | setup TNS [ns] |
|---|---|---|
| after global routing | 0.493 | 0 |
| after floorplan | 0.413 | 0 |
| after global placement | 0.424 | -0.726 |
| after detailed placement | 0.430 | -0.982 |
| after CTS | 0.441 | 0 |
| final | 0.437 | 0 |
==> area by class of cell <==
cell class	instances	share of cell area, %
Clock buffer	6	2.60
Clock inverter	2	1.26
Inverter	8	1.08
Multi-Input combinational cell	165	41.1
Sequential cell	44	31.6
Tap cell	133	5.97
Timing Repair Buffer	45	16.4
==> worst max-delay path, delay by kind of cell <==
family / cells / cell delay (ns)
AND/OR/NAND/NOR: 4 / 1.05
buffers and inverters: 2 / 0.62
adder cells (fa/ha/maj): 1 / 0.17
AND-OR/OR-AND: 1 / 0.29
==> per-layer routing <==
layer	up-vias	track usage (%)	wire (µm)
li1	888	-	-
met1	762	10.2	2600
met2	49	9.18	1800
met3	7	1.90	301
met4	0	0.754	55
met5	-	0	0
Power and IR drop assume default switching activity.
