### /design/flow/config.mk
export PLATFORM = sky130hd
export DESIGN_NAME = ALU
export DESIGN_NICKNAME = ALU
export VERILOG_FILES = /design/flow/design.v
export SDC_FILE = /design/flow/constraint.sdc
export NUM_CORES = 4
export LEC_CHECK = 1
export CORE_AREA = 10 10 108 108
export DIE_AREA = 0 0 118 118
### /design/flow/constraint.sdc
current_design ALU

set clk_period 6.7
set clk_io_pct 0.2

create_clock -name clk0 -period $clk_period

set non_clock_inputs [all_inputs -no_clocks]
set_input_delay [expr $clk_period * $clk_io_pct] -clock clk0 $non_clock_inputs
set_output_delay [expr $clk_period * $clk_io_pct] -clock clk0 [all_outputs]
### /design/flow/design.v
module ALU
  ( input      [7:0] lhs
  , input      [7:0] rhs
  , input      [3:0] op
  , output reg [7:0] r
  , input            zf_in
  , input            nf_in
  , input            hf_in
  , input            cf_in
  , output reg       zf_out
  , output reg       nf_out
  , output reg       hf_out
  , output reg       cf_out
  );
  wire [4:0] half_add = lhs[3:0] + rhs[3:0];
  wire [4:0] full_add = lhs[7:4] + rhs[7:4] + {3'b000, half_add[4]};
  wire [4:0] half_adc = lhs[3:0] + rhs[3:0] + {3'b000, cf_in};
  wire [4:0] full_adc = lhs[7:4] + rhs[7:4] + {3'b000, half_adc[4]};
  wire [4:0] half_sub = lhs[3:0] - rhs[3:0];
  wire [4:0] full_sub = lhs[7:4] - rhs[7:4] - {3'b000, half_sub[4]};
  wire [4:0] half_sbc = lhs[3:0] - rhs[3:0] - {3'b000, cf_in};
  wire [4:0] full_sbc = lhs[7:4] - rhs[7:4] - {3'b000, half_sbc[4]};
  always @*
    case (op)
      4'b0000: begin
        r <= {full_add[3:0], half_add[3:0]};
        zf_out <= !(|full_add[3:0] | |half_add[3:0]);
        nf_out <= 0;
        hf_out <= half_add[4];
        cf_out <= full_add[4];
      end
      4'b0001: begin
        r <= {full_adc[3:0], half_adc[3:0]};
        zf_out <= !(|full_adc[3:0] | |half_adc[3:0]);
        nf_out <= 0;
        hf_out <= half_adc[4];
        cf_out <= full_adc[4];
      end
      4'b0010: begin
        r <= {full_sub[3:0], half_sub[3:0]};
        zf_out <= !(|full_sub[3:0] | |half_sub[3:0]);
        nf_out <= 1;
        hf_out <= half_sub[4];
        cf_out <= full_sub[4];
      end
      4'b0011: begin
        r <= {full_sbc[3:0], half_sbc[3:0]};
        zf_out <= !(|full_sbc[3:0] | |half_sbc[3:0]);
        nf_out <= 1;
        hf_out <= half_sbc[4];
        cf_out <= full_sbc[4];
      end
      4'b0100: begin
        r <= lhs & rhs;
        zf_out <= !(|(lhs & rhs));
        nf_out <= 0;
        hf_out <= 1;
        cf_out <= 0;
      end
      4'b0101: begin
        r <= lhs ^ rhs;
        zf_out <= !(|(lhs ^ rhs));
        nf_out <= 0;
        hf_out <= 0;
        cf_out <= 0;
      end
      4'b0110: begin
        r <= lhs | rhs;
        zf_out <= !(|(lhs | rhs));
        nf_out <= 0;
        hf_out <= 0;
        cf_out <= 0;
      end
      4'b0111: begin
        r <= lhs;
        zf_out <= !(|full_sub[3:0] | |half_sub[3:0]);
        nf_out <= 1;
        hf_out <= half_sub[4];
        cf_out <= full_sub[4];
      end
      4'b1000: begin
        r <= { lhs[6:0], lhs[7] };
        zf_out <= !(|lhs);
        nf_out <= 0;
        hf_out <= 0;
        cf_out <= lhs[7];
      end
      4'b1001: begin
        r <= { lhs[0], lhs[7:1] };
        zf_out <= !(|lhs);
        nf_out <= 0;
        hf_out <= 0;
        cf_out <= lhs[0];
      end
      4'b1010: begin
        r <= { lhs[6:0], cf_in };
        zf_out <= !(|lhs[6:0] | cf_in);
        nf_out <= 0;
        hf_out <= 0;
        cf_out <= lhs[7];
      end
      4'b1011: begin
        r <= { cf_in, lhs[7:1] };
        zf_out <= !( cf_in | |lhs[7:1]);
        nf_out <= 0;
        hf_out <= 0;
        cf_out <= lhs[0];
      end
      4'b1100: begin
        r <= { lhs[6:0], 1'b0 };
        zf_out <= !(|lhs[6:0]);
        nf_out <= 0;
        hf_out <= 0;
        cf_out <= lhs[7];
      end
      4'b1101: begin
        r <= { lhs[7], lhs[7:1] };
        zf_out <= !(|lhs[7:1]);
        nf_out <= 0;
        hf_out <= 0;
        cf_out <= lhs[0];
      end
      4'b1110: begin
        r <= {lhs[3:0], lhs[7:4]};
        zf_out <= !(|lhs);
        nf_out <= 0;
        hf_out <= 0;
        cf_out <= 0;
      end
      4'b1111: begin
        r <= { 1'b0, lhs[7:1] };
        zf_out <= !(|lhs[7:1]);
        nf_out <= 0;
        hf_out <= 0;
        cf_out <= lhs[0];
      end
    endcase
endmodule
### /design/flow/run.sh
#!/bin/bash
# OpenROAD 26Q1-2900-gdf79404cd8, Yosys 0.63+post, stock flow scripts
make -C /OpenROAD-flow-scripts/flow DESIGN_CONFIG=/design/flow/config.mk WORK_HOME=/design/flow/orfs finish
==> results.sh <==
# flow metrics
export IMPL_grt_overflow=0
export IMPL_yosysChipArea_um2=2376
export IMPL_start_kind="input pin"
export IMPL_hold_end="nf_out"
export IMPL_synth_warnings=1
export IMPL_seq_cell_count=0
export IMPL_worst_slew_margin_rel=0.6082
export IMPL_power_leakage_nw=1.179
export IMPL_wirelength_mm=8.613
export IMPL_die_h_um=118
export IMPL_floorplan_core_util=0.2559
export IMPL_worstHoldPathCells=5
export IMPL_seq_area_um2=0
export IMPL_drtPass1Iterations=6
export IMPL_track_usage=0.1192
export IMPL_numPortBuffers=33
export IMPL_cts_hold_buf=0
export IMPL_max_cap_viol_count=0
export IMPL_ir_worst_vdd_mv=0.02739
export IMPL_ant_nets=0
export IMPL_worstPathCellList="clkdlybuf4s50_1 -> inv_1 -> ha_1 -> inv_1 -> fa_1 -> inv_1 -> ha_1 -> nand2_1 -> nor3_4 -> xnor2_1 -> ha_1 -> ha_1 -> inv_1 -> xnor2_2 -> nand2b_1 -> o21ai_0 -> a311oi_1 -> a22oi_1 -> clkdlybuf4s50_1"
export IMPL_yosysSeqAreaShare=0
export IMPL_powerDensity_nw_per_um2=94.77
export IMPL_min_period_over_period=0.9651
export IMPL_ys_types=65
export IMPL_area_delta_synth_final_pct=23.75
export IMPL_fin_hold_ws_ns=3.974
export IMPL_hpwl_mm=7.117
export IMPL_place_ws_ns=0.1313
export IMPL_ys_cells=333
export IMPL_worstPathMaxFanout=4
export IMPL_status="finished, final reports clean"
export IMPL_n_clock_buffer=0
export IMPL_top_layer="met4"
export IMPL_synthCells=333
export IMPL_path_class="in -> out"
export IMPL_fin_crit_ns=6.466
export IMPL_hp_class="in -> out"
export IMPL_critPathSlowestCell="clkdlybuf4s50_1"
export IMPL_rows=35
export IMPL_hold_violations=0
export IMPL_grt_pass1_vias=2550
export IMPL_post_route_cells_drive_above_1_share=0.1212
export IMPL_viasPerCell=5.437
export IMPL_dr_wl_met3_um=943
export IMPL_timing_final_ws_setup_ns=0.2337
export IMPL_crit_family="buffers and inverters"
export IMPL_p_total_mw=0.2787
export IMPL_max_slew_worst_pin_slew_ns=0.5832
export IMPL_ios=36
export IMPL_cp_end_kind="output pin"
export IMPL_timing_fmax_ghz=0.1546
export IMPL_syn_cell_area_um2=2376
export IMPL_antenna_found_initial=0
export IMPL_met1Wirelength_mm=3.685
export IMPL_grt_max_degree=34
export IMPL_die_area_um2=13920
export IMPL_grt_pass1_wl_mm=13.79
export IMPL_num_vias=2675
export IMPL_top_cells_by_area="ha_1, a21oi_1, inv_1"
export IMPL_layout_top_cells="inv_1, clkdlybuf4s50_1, ha_1"
export IMPL_hp_start="op[1]"
export IMPL_gp_congestion=1.022
export IMPL_crit_buf_inv=6
export IMPL_setup_violations=0
export IMPL_core_area_um2=9284
export IMPL_diodes=0
export IMPL_drc=0
export IMPL_wire_per_inst_um=17.51
export IMPL_die_w_um=118
export IMPL_netlist_area_leader_share=0.1896
export IMPL_drv_slew=0
export IMPL_arrival_ns=5.13
export IMPL_avgSynthCellArea_um2=7.135
export IMPL_routed_wl_met2_mm=3.791
export IMPL_yosysTopAreaCell="ha_1"
export IMPL_required_ns=5.36
export IMPL_tool_warnings=51
export IMPL_drtIter0Drc=328
export IMPL_postLayoutCoreUtil=0.3167
export IMPL_max_stage_delay_ns=0.48
-- cell type report --
class	instances	area (um^2)
repair buffers	47	435.4
well taps	129	161.4
multi-input cells	281	2212
fillers	1016	6344
inverters	35	131.4
-- metal layers --
layer  global-route usage  vias up
li1                     -     1291
met1               0.1696     1200
met2               0.1874      160
met3              0.02285       24
met4              0.01314        0
met5                    0        -
-- worst max-delay path by stage --
| stage | from | endpoint | slack [ns] | depth (start not counted) |
|---|---|---|---|---|
| after CTS | lhs[0] | zf_out | 0.12 | 16 |
| after global routing | lhs[0] | zf_out | -0.03 | 16 |
| final | lhs[0] | r[6] | 0.23 | 19 |
-- where the power goes --
group	total (mW)	internal [mW]	switching, mW	leakage [nW]
clock	0	0	0	0
combinational	0.279	0.124	0.154	1.18
sequential	0	0	0	0
-- through the flow --
stage               cells  TNS [ns]  cell area (um^2)
finish                492         0              2940
global route          492  -0.02987              2940
CTS                   490         0              2869
detailed placement    490         0              2869
global placement      490         0              2869
floorplan             333         0              2376
-- cell families after synthesis --
logic type                 after synthesis  share of synthesized area
AOI/OAI and AO/OA                       99                     0.2917
xor gates and xnor gates                21                    0.09584
adders and majority gates               40                     0.2233
buffers and inverters                   52                    0.09268
muxes                                   10                    0.05582
and+or+nand+nor                        111                     0.2407
-- Yosys cell counts (all sizes together) (7+ instances only) --
library cell,instances
nand2,25
nor2,21
xnor2,15
nand2b,9
a21oi,29
o21ai,15
nand3,18
buf,11
inv,35
a221oi,7
nor3,10
ha,36
-- repair_timing --
action / CTS / global route
resized: 0 / 10
endpoints found under the setup margin: 0 / 2
buffers inserted: 0 / 2
-- tightest hold or removal path, delay by kind of cell --
family	cells	cell delay [ns]
simple gates	2	0.24
buf+inv	3	1.06
Power is estimated from default activity; no workload was simulated.
